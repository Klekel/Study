--- ./design.v ---
package alu_opcodes_pkg;
localparam ALU_OP_WIDTH = 5;
localparam ALU_ADD  = 5'b00000;
localparam ALU_SUB  = 5'b01000;
localparam ALU_XOR  = 5'b00100;
localparam ALU_OR   = 5'b00110;
localparam ALU_AND  = 5'b00111;
localparam ALU_SRA  = 5'b01101;
localparam ALU_SRL  = 5'b00101;
localparam ALU_SLL  = 5'b00001;
localparam ALU_LTS  = 5'b11100;
localparam ALU_LTU  = 5'b11110;
localparam ALU_GES  = 5'b11101;
localparam ALU_GEU  = 5'b11111;
localparam ALU_EQ   = 5'b11000;
localparam ALU_NE   = 5'b11001;
localparam ALU_SLTS = 5'b00010;
localparam ALU_SLTU = 5'b00011;
endpackage
package csr_pkg;
  localparam CSR_RW          = 3'b001;
  localparam CSR_RS          = 3'b010;
  localparam CSR_RC          = 3'b011;
  localparam CSR_RWI         = 3'b101;
  localparam CSR_RSI         = 3'b110;
  localparam CSR_RCI         = 3'b111;
  localparam MIE_ADDR        = 12'h304;
  localparam MTVEC_ADDR      = 12'h305;
  localparam MSCRATCH_ADDR   = 12'h340;
  localparam MEPC_ADDR       = 12'h341;
  localparam MCAUSE_ADDR     = 12'h342;
endpackage
package riscv_pkg;
  import alu_opcodes_pkg::*;
  import csr_pkg::*;
  localparam LOAD_OPCODE     = 5'b00_000;
  localparam MISC_MEM_OPCODE = 5'b00_011;
  localparam OP_IMM_OPCODE   = 5'b00_100;
  localparam AUIPC_OPCODE    = 5'b00_101;
  localparam STORE_OPCODE    = 5'b01_000;
  localparam OP_OPCODE       = 5'b01_100;
  localparam LUI_OPCODE      = 5'b01_101;
  localparam BRANCH_OPCODE   = 5'b11_000;
  localparam JALR_OPCODE     = 5'b11_001;
  localparam JAL_OPCODE      = 5'b11_011;
  localparam SYSTEM_OPCODE   = 5'b11_100;
  localparam LDST_B          = 3'b000;
  localparam LDST_H          = 3'b001;
  localparam LDST_W          = 3'b010;
  localparam LDST_BU         = 3'b100;
  localparam LDST_HU         = 3'b101;
  localparam OP_A_RS1        = 2'b00;
  localparam OP_A_CURR_PC    = 2'b01;
  localparam OP_A_ZERO       = 2'b10;
  localparam OP_B_RS2        = 3'b000;
  localparam OP_B_IMM_I      = 3'b001;
  localparam OP_B_IMM_U      = 3'b010;
  localparam OP_B_IMM_S      = 3'b011;
  localparam OP_B_INCR       = 3'b100;
  localparam WB_EX_RESULT    = 2'd0;
  localparam WB_LSU_DATA     = 2'd1;
  localparam WB_CSR_DATA     = 2'd2;
  export alu_opcodes_pkg::ALU_OP_WIDTH;
  export alu_opcodes_pkg::ALU_ADD;
  export alu_opcodes_pkg::ALU_SUB;
  export alu_opcodes_pkg::ALU_XOR;
  export alu_opcodes_pkg::ALU_OR;
  export alu_opcodes_pkg::ALU_AND;
  export alu_opcodes_pkg::ALU_SRA;
  export alu_opcodes_pkg::ALU_SRL;
  export alu_opcodes_pkg::ALU_SLL;
  export alu_opcodes_pkg::ALU_LTS;
  export alu_opcodes_pkg::ALU_LTU;
  export alu_opcodes_pkg::ALU_GES;
  export alu_opcodes_pkg::ALU_GEU;
  export alu_opcodes_pkg::ALU_EQ;
  export alu_opcodes_pkg::ALU_NE;
  export alu_opcodes_pkg::ALU_SLTS;
  export alu_opcodes_pkg::ALU_SLTU;
  export csr_pkg::CSR_RW;
  export csr_pkg::CSR_RS;
  export csr_pkg::CSR_RC;
  export csr_pkg::CSR_RWI;
  export csr_pkg::CSR_RSI;
  export csr_pkg::CSR_RCI;
  export csr_pkg::MIE_ADDR;
  export csr_pkg::MTVEC_ADDR;
  export csr_pkg::MSCRATCH_ADDR;
  export csr_pkg::MEPC_ADDR;
  export csr_pkg::MCAUSE_ADDR;
endpackage
module csr_controller(
    input logic        clk_i,
    input logic        rst_i,
    input logic        trap_i,
    input logic [ 2:0] opcode_i,
    input logic [11:0] addr_i,
    input logic [31:0] pc_i,
    input logic [31:0] mcause_i,
    input logic [31:0] rs1_data_i,
    input logic [31:0] imm_data_i,
    input logic        write_enable_i,
    output logic [31:0] read_data_o,
    output logic [31:0] mie_o,
    output logic [31:0] mepc_o,
    output logic [31:0] mtvec_o
);
import csr_pkg::*;
logic MIE_ADDR_en;
logic MTVEC_ADDR_en;
logic MSCRATCH_ADDR_en;
logic MEPC_ADDR_en;
logic MCAUSE_ADDR_en;
logic [31:0] MSCRATCH_o;
logic [31:0] MCAUSE_o;
logic [31:0] mepc_mux_o;
logic [31:0] mcause_mux_o;
logic [31:0] mux1;
always_comb begin
    case(opcode_i)
        CSR_RW  : mux1 <= rs1_data_i;
        CSR_RS  : mux1 <= rs1_data_i | read_data_o;
        CSR_RC  : mux1 <= ~rs1_data_i & read_data_o;
        CSR_RWI : mux1 <= imm_data_i;
        CSR_RSI : mux1 <= imm_data_i | read_data_o;
        CSR_RCI : mux1 <= ~imm_data_i & read_data_o;
        default : mux1 <= 32'b0;
    endcase
end
always_comb begin
    case(addr_i)
        MIE_ADDR       : begin
        MIE_ADDR_en      <= write_enable_i;
        MTVEC_ADDR_en    <=  0;
        MSCRATCH_ADDR_en <=  0;
        MEPC_ADDR_en     <=  0;
        MCAUSE_ADDR_en   <=  0;
        end
        MTVEC_ADDR     : begin
        MTVEC_ADDR_en    <= write_enable_i;
        MIE_ADDR_en      <=  0;
        MSCRATCH_ADDR_en <=  0;
        MEPC_ADDR_en     <=  0;
        MCAUSE_ADDR_en   <=  0;
        end
        MSCRATCH_ADDR  : begin
        MSCRATCH_ADDR_en  <= write_enable_i;
        MIE_ADDR_en       <=  0;
        MTVEC_ADDR_en     <=  0;
        MEPC_ADDR_en      <=  0;
        MCAUSE_ADDR_en    <=  0;
        end
        MEPC_ADDR      : begin
        MEPC_ADDR_en      <= write_enable_i;
        MIE_ADDR_en       <=  0;
        MSCRATCH_ADDR_en  <=  0;
        MTVEC_ADDR_en     <=  0;
        MCAUSE_ADDR_en    <=  0;
        end
        MCAUSE_ADDR    : begin
        MCAUSE_ADDR_en    <= write_enable_i;
        MIE_ADDR_en       <=  0;
        MSCRATCH_ADDR_en  <=  0;
        MEPC_ADDR_en      <=  0;
        MTVEC_ADDR_en     <=  0;
        end
       default: begin 
        MCAUSE_ADDR_en    <= 0;
        MIE_ADDR_en       <=  0;
        MSCRATCH_ADDR_en  <=  0;
        MEPC_ADDR_en      <=  0;
        MTVEC_ADDR_en     <=  0;
       end 
    endcase
end
always_comb begin
    case(addr_i)
        MIE_ADDR       : read_data_o  = mie_o;
        MTVEC_ADDR     : read_data_o  = mtvec_o;
        MSCRATCH_ADDR  : read_data_o  = MSCRATCH_o;
        MEPC_ADDR      : read_data_o  = mepc_o;
        MCAUSE_ADDR    : read_data_o  = MCAUSE_o;
        default        : read_data_o = 0;
    endcase
end
always_comb begin
    case(trap_i)
        0 : mepc_mux_o = mux1;
        1 : mepc_mux_o = pc_i;
    endcase
end
always_comb begin
    case(trap_i)
        0 : mcause_mux_o = mux1;
        1 : mcause_mux_o = mcause_i;
    endcase
end
always_ff @( posedge clk_i ) begin
    if(rst_i) mie_o = 0;
    else if(MIE_ADDR_en) mie_o = mux1;
    else mie_o = mie_o;
end
always_ff @( posedge clk_i ) begin
    if(rst_i) mtvec_o = 0;
    else if(MTVEC_ADDR_en) mtvec_o = mux1;
end
always_ff @( posedge clk_i ) begin
    if(rst_i) MSCRATCH_o = 0;
    else if(MSCRATCH_ADDR_en) MSCRATCH_o = mux1;
    else MSCRATCH_o = MSCRATCH_o;
end
always_ff @( posedge clk_i ) begin
    if(rst_i) mepc_o= 0;
    else if(MEPC_ADDR_en | trap_i) mepc_o = mepc_mux_o;
    else mepc_o = mepc_o;
end
always_ff @( posedge clk_i ) begin
    if(rst_i) MCAUSE_o = 0;
    else if(MCAUSE_ADDR_en | trap_i) MCAUSE_o = mcause_mux_o;
    else MCAUSE_o = MCAUSE_o;
end
endmodule
--- ./run.sh ---
#!/bin/bash
# OpenROAD 26Q1-2900-gdf79404cd8, Yosys 0.63+post, stock flow scripts
make -C /OpenROAD-flow-scripts/flow DESIGN_CONFIG=/design/flow/config.mk WORK_HOME=/design/flow/orfs finish
--- ./config.mk ---
export PLATFORM = sky130hd
export DESIGN_NAME = csr_controller
export DESIGN_NICKNAME = csr_controller
export VERILOG_FILES = /design/flow/design.v
export SDC_FILE = /design/flow/constraint.sdc
export NUM_CORES = 4
export LEC_CHECK = 1
export CORE_UTILIZATION = 40
export SYNTH_HDL_FRONTEND = slang
--- ./constraint.sdc ---
current_design csr_controller

set clk_period 13.2
set clk_io_pct 0.2

create_clock -name clk0 -period $clk_period [get_ports {clk_i}]

set non_clock_inputs [all_inputs -no_clocks]
set_input_delay [expr $clk_period * $clk_io_pct] -clock clk0 $non_clock_inputs
set_output_delay [expr $clk_period * $clk_io_pct] -clock clk0 [all_outputs]
==> results_dict.tcl <==
# implementation run metrics
set metrics [dict create \
    dp_hpwl_mm 23.2 \
    drtIter0Drc 664 \
    routed-via-count 9400 \
    post_cts_resized 0 \
    cts_tree "built" \
    p_switching_mw 0.309 \
    grt_pass1_wl_mm 51.8 \
    mux_area_frac 0.0536 \
    yosys.area.top_type "dfxtp_1" \
    maxCapViolCount 0 \
    antenna_left 0 \
    dpl_cell_area_mm2 0.0117 \
    synth.top_cells.by_count "dfxtp_1 (160), nor2_1 (117), nand2_1 (103)" \
    ys_top_logic_family "AND-OR/OR-AND gates" \
    endpoint_kind "primary output" \
    grt_antenna_before_repair 2 \
    rsz0062_at_grt "false" \
    gp_congestion 0.928 \
    yosys_cells 1106 \
    worst_slack_ns 4.85 \
    synthSimpleGateAreaFrac 0.216 \
    crit_required_ns 10.56 \
    final_area_mm2 0.0123 \
    ys_chip_area_mm2 0.00887 \
    grt_util_all_layers 0.310 \
    clockPowerShare 0.410 \
    async_reset_ff_frac 0 \
    xor_area_frac 0.00494 \
    vias_per_cell 5.83 \
    p_int_mw 0.826 \
    path_clk_slew_ns 0.06 \
    portBuffers 274 \
    core_mm2 0.0218 \
    grt_max_degree 77 \
    hold_viol 0 \
    wl_mm 34.4 \
    clock_path_buffers 2 \
    worstHoldPathType "reg2reg" \
    finalSetupTns_ns 0 \
    overflow 0 \
    die_h_um 151 \
    edf_count 0 \
    cp_max_fo 21 \
    most_common_cell "dfxtp_1" \
    die_area_mm2 0.0228 \
    whs_ns 0.473 \
    status "completed" \
    clock_skew_ns 0.00881 \
    yosys.area_share.adder 0 \
    ys_warn_count 0 \
    cts_made_buffers 17 \
    critPathLaunchType "input pin" \
    wl_per_cell_um 21.3 \
    area_growth_pct 38.2 \
    insertion_delay_ns 0.42 \
    htreeDepth 4 \
    min_period_ns 8.35 \
    ys_ff 160 \
    synth.avg_cell_area_um2 8.02 \
    drive_gt1_frac 0.0798 \
    cp.arrival_ns 5.71 \
    clock_sinks 160 \
    drcViolationCount 0 \
    ys_sh_aoi 0.310 \
    drt_pre_antenna_iters 7 \
    synth_cells 1106 \
    powerDensity_mw_per_mm2 92.5 \
    tool_warnings 25 \
    post-cts-setup-buffers 0 \
    io_pins 275 \
    p_comb_frac 0.147 \
    sw_frac_of_total 0.272 \
    ir_worst_vdd_v 0.0000821 \
    fp_util 0.408 \
    yosysTopAreaCellShare 0.361 \
    fin_crit_sh 0.632 \
    yosysUniqueCellTypes 56 \
    dp_slack_ns 4.91 \
    grt_pass1_vias 8658 \
    ff_type "dfxtp_1" \
    fmax_mhz 120 \
    seqPwrFrac 0.443 \
    rows 54 \
    die_w_um 151 \
    tightest_slew_ns 0.925 \
    holdBufCountCts 0 \
    cts-root-buf "clkbuf_16" \
    criticalPathCategory "in2out" \
    relSlewSlack 0.382 \
    final_max_slew_viol_count 0 \
    ys_top_cells_by_area "dfxtp_1 (36%), a211oi_1 (7.3%), a21oi_1 (5.1%), nor2_1 (5.0%), nand2_1 (4.4%)" \
    ys_seq_frac 0.361 \
    p_leak_nw 4.33 \
    syn_area_mm2 0.00887 \
    setup_viol 0 \
]
## placed cells by master (no fill, tap or decap), types with 21 or more instances in the layout
cell	instances
a211oi_1	86
a21o_1	29
a21oi_1	91
a22o_1	21
a22oi_1	32
buf_4	28
clkdlybuf4s50_1	267
dfxtp_1	160
mux2_2	28
nand2_1	103
nand3b_1	38
nor2_1	115
o21ai_0	74
## path summary, 6_finish.rpt
kind / from / endpoint / slack (ns) / depth (start not counted)
max: addr_i[6] / read_data_o[21] / 4.85 / 7
min: MSCRATCH_o[23] / MSCRATCH_o[23] / 0.47 / 2
max reg2reg: mie_o[0] / mepc_o[0] / 10.68 / 6
min reg2reg: MSCRATCH_o[23] / MSCRATCH_o[23] / 0.47 / 2
## metal layers
| layer | global-route usage | part of all wire | vias to the layer above |
|---|---|---|---|
| li1 | - | - | 4559 |
| met1 | 0.470 | 0.46 | 4411 |
| met2 | 0.477 | 0.45 | 396 |
| met3 | 0.0522 | 0.075 | 34 |
| met4 | 0.0505 | 0.017 | 0 |
| met5 | 0 | 0 | - |
## logic make-up (layout without fill, tap and decap cells)
group | after synthesis | count (layout)
AND-OR/OR-AND | 410 | 410
other | 0 | 2
buffers and inverters | 116 | 339
XOR/XNOR | 5 | 5
flip-flops | 160 | 160
AND/OR/NAND/NOR | 371 | 371
multiplexers | 44 | 44
## cell type report
type	instances	area, um2
clock inverters	14	106
flip-flops and latches	160	3200
well taps	280	350
repair buffers	301	2910
multi-input cells	830	5220
inverters	6	22.5
diodes	2	5.00
fillers	1991	9490
clock buffers	18	439
## registers in the layout, summed over array words and instances, names as in the netlist
signal and flops:
MCAUSE_o 32, MSCRATCH_o 32, mepc_o 32, mie_o 32, mtvec_o 32
## worst max-delay path, cell delays in order
cell and delay [ns]:
clkdlybuf4s50_1 0.92, nor2b_1 0.43, buf_4 0.28, nand3_1 0.28
nor2_1 0.37, a221o_1 0.28, clkdlybuf4s50_1 0.49
## metrics by stage
step,utilization,instances,power [mW]
after floorplan,-,1106,0.592
after global placement,0.538,1577,0.679
after detailed placement,0.538,1577,0.679
after CTS,0.563,1609,1.14
after global routing,0.564,1611,1.18
final,0.564,1611,1.13
## power by group through the flow
stage / Sequential [mW] / Combinational [mW] / Clock [mW]
5_1_grt: 0.504 / 0.181 / 0.493
4_1_cts: 0.503 / 0.167 / 0.471
6_report: 0.503 / 0.167 / 0.465
Power figures rest on the tool's default switching activity, not on a simulated workload.
