`/design/flow/run.sh`:
```
#!/bin/bash
# OpenROAD 26Q1-2900-gdf79404cd8, Yosys 0.63+post, stock flow scripts
make -C /OpenROAD-flow-scripts/flow DESIGN_CONFIG=/design/flow/config.mk WORK_HOME=/design/flow/orfs finish
```
`/design/flow/config.mk`:
```
export PLATFORM = sky130hd
export DESIGN_NAME = rf_riscv
export DESIGN_NICKNAME = rf_riscv
export VERILOG_FILES = /design/flow/design.v
export SDC_FILE = /design/flow/constraint.sdc
export NUM_CORES = 4
export LEC_CHECK = 1
export CORE_UTILIZATION = 30
export SYNTH_HDL_FRONTEND = slang
```
`/design/flow/constraint.sdc`:
```
current_design rf_riscv

set clk_period 6.0
set clk_io_pct 0.2

create_clock -name clk0 -period $clk_period [get_ports {clk_i}]

set non_clock_inputs [all_inputs -no_clocks]
set_input_delay [expr $clk_period * $clk_io_pct] -clock clk0 $non_clock_inputs
set_output_delay [expr $clk_period * $clk_io_pct] -clock clk0 [all_outputs]
```
`/design/flow/design.v`:
```
package alu_opcodes_pkg;
localparam ALU_OP_WIDTH = 5;
localparam ALU_ADD  = 5'b00000;
localparam ALU_SUB  = 5'b01000;
localparam ALU_XOR  = 5'b00100;
localparam ALU_OR   = 5'b00110;
localparam ALU_AND  = 5'b00111;
localparam ALU_SRA  = 5'b01101;
localparam ALU_SRL  = 5'b00101;
localparam ALU_SLL  = 5'b00001;
localparam ALU_LTS  = 5'b11100;
localparam ALU_LTU  = 5'b11110;
localparam ALU_GES  = 5'b11101;
localparam ALU_GEU  = 5'b11111;
localparam ALU_EQ   = 5'b11000;
localparam ALU_NE   = 5'b11001;
localparam ALU_SLTS = 5'b00010;
localparam ALU_SLTU = 5'b00011;
endpackage
package csr_pkg;
  localparam CSR_RW          = 3'b001;
  localparam CSR_RS          = 3'b010;
  localparam CSR_RC          = 3'b011;
  localparam CSR_RWI         = 3'b101;
  localparam CSR_RSI         = 3'b110;
  localparam CSR_RCI         = 3'b111;
  localparam MIE_ADDR        = 12'h304;
  localparam MTVEC_ADDR      = 12'h305;
  localparam MSCRATCH_ADDR   = 12'h340;
  localparam MEPC_ADDR       = 12'h341;
  localparam MCAUSE_ADDR     = 12'h342;
endpackage
package riscv_pkg;
  import alu_opcodes_pkg::*;
  import csr_pkg::*;
  localparam LOAD_OPCODE     = 5'b00_000;
  localparam MISC_MEM_OPCODE = 5'b00_011;
  localparam OP_IMM_OPCODE   = 5'b00_100;
  localparam AUIPC_OPCODE    = 5'b00_101;
  localparam STORE_OPCODE    = 5'b01_000;
  localparam OP_OPCODE       = 5'b01_100;
  localparam LUI_OPCODE      = 5'b01_101;
  localparam BRANCH_OPCODE   = 5'b11_000;
  localparam JALR_OPCODE     = 5'b11_001;
  localparam JAL_OPCODE      = 5'b11_011;
  localparam SYSTEM_OPCODE   = 5'b11_100;
  localparam LDST_B          = 3'b000;
  localparam LDST_H          = 3'b001;
  localparam LDST_W          = 3'b010;
  localparam LDST_BU         = 3'b100;
  localparam LDST_HU         = 3'b101;
  localparam OP_A_RS1        = 2'b00;
  localparam OP_A_CURR_PC    = 2'b01;
  localparam OP_A_ZERO       = 2'b10;
  localparam OP_B_RS2        = 3'b000;
  localparam OP_B_IMM_I      = 3'b001;
  localparam OP_B_IMM_U      = 3'b010;
  localparam OP_B_IMM_S      = 3'b011;
  localparam OP_B_INCR       = 3'b100;
  localparam WB_EX_RESULT    = 2'd0;
  localparam WB_LSU_DATA     = 2'd1;
  localparam WB_CSR_DATA     = 2'd2;
  export alu_opcodes_pkg::ALU_OP_WIDTH;
  export alu_opcodes_pkg::ALU_ADD;
  export alu_opcodes_pkg::ALU_SUB;
  export alu_opcodes_pkg::ALU_XOR;
  export alu_opcodes_pkg::ALU_OR;
  export alu_opcodes_pkg::ALU_AND;
  export alu_opcodes_pkg::ALU_SRA;
  export alu_opcodes_pkg::ALU_SRL;
  export alu_opcodes_pkg::ALU_SLL;
  export alu_opcodes_pkg::ALU_LTS;
  export alu_opcodes_pkg::ALU_LTU;
  export alu_opcodes_pkg::ALU_GES;
  export alu_opcodes_pkg::ALU_GEU;
  export alu_opcodes_pkg::ALU_EQ;
  export alu_opcodes_pkg::ALU_NE;
  export alu_opcodes_pkg::ALU_SLTS;
  export alu_opcodes_pkg::ALU_SLTU;
  export csr_pkg::CSR_RW;
  export csr_pkg::CSR_RS;
  export csr_pkg::CSR_RC;
  export csr_pkg::CSR_RWI;
  export csr_pkg::CSR_RSI;
  export csr_pkg::CSR_RCI;
  export csr_pkg::MIE_ADDR;
  export csr_pkg::MTVEC_ADDR;
  export csr_pkg::MSCRATCH_ADDR;
  export csr_pkg::MEPC_ADDR;
  export csr_pkg::MCAUSE_ADDR;
endpackage
module rf_riscv(
  input  logic        clk_i,
  input  logic        write_enable_i,
  input  logic [4:0]  write_addr_i,
  input  logic [4:0]  read_addr1_i,
  input  logic [4:0]  read_addr2_i,
  input  logic [31:0] write_data_i,
  output logic [31:0] read_data1_o,
  output logic [31:0] read_data2_o
    );
  logic [31:0] rf_mem [32];
  initial begin
    for(int i = 0; i < $size(rf_mem); i++)
      rf_mem[i] = '0;
  end
  always_ff @( posedge clk_i ) begin
    if ( write_enable_i )
      rf_mem[ write_addr_i ] <= write_data_i;
  end
  always_comb begin
    if ( read_addr1_i == 0 )  
      read_data1_o <= 32'd0;
    else 
      read_data1_o <= rf_mem[ read_addr1_i ];
  end
  always_comb begin
    if ( read_addr2_i == 0 )
      read_data2_o <= 32'd0;
    else 
      read_data2_o <= rf_mem[ read_addr2_i ];
  end
endmodule
```
==> impl_metrics.json <==
{
  "status": "finished clean",
  "yosysWarnings": 0,
  "startpoint_type": "primary input",
  "coreArea_sq_mm": 0.155,
  "largest_register_ffs": 1024,
  "hold_end": "rf_mem[18][19]",
  "grt_pass1_vias": 29800,
  "htreeDepth": 3,
  "netSwitchingFraction": 0.227,
  "tns_ns": 0,
  "vias": 26500,
  "std_cell_rows": 144,
  "top_cells_by_area": "edfxtp_1 (65%), mux4_2 (20%), mux2i_1 (3.9%), a22o_1 (1.2%), clkbuf_1 (0.83%)",
  "grt_use_total": 0.202,
  "largestRegisters": "rf_mem x1024",
  "grt_max_degree": 62,
  "avgRoutedWirePerCell_um": 31.3,
  "rsz0062_at_grt": "false",
  "power.switching_mw": 3.61,
  "period_minus_slack_ns": 5.89,
  "clk_pin_slew_ns": 0.06,
  "clock_path_buffers": 3,
  "synth-edff-count": 1024,
  "drc": 0,
  "cp_max_fo": 18,
  "synth_area_sq_mm": 0.0470,
  "synthToLayoutAreaGrowth_pct": 17.2,
  "yosys.area.top_type": "edfxtp_1",
  "yosys_cells": 2400,
  "setup_ws_ns": 0.115,
  "hold_ws_ns": 1.32,
  "slew_violations": 0,
  "drive_above_1_share": 0.305,
  "netlist_instances": 2400,
  "slew_headroom": 0.209,
  "avgSynthCellArea_sq_um": 19.6,
  "die_x_um": 398,
  "regMostFlops": "rf_mem",
  "grt_pass1_wl_mm": 211,
  "num-fill-cells": 14100,
  "overflow": 0,
  "ff_type": "edfxtp_1",
  "cts_root_buffer": "clkbuf_16",
  "period_used_share": 0.981,
  "required_ns": 4.80,
  "synthDistinctLibCells": 40,
  "finalSetupViolations": 0,
  "power_density_mw_per_mm2": 289,
  "drv_cap": 0,
  "hold_violations": 0,
  "hold_start": "write_data_i[19]",
  "fp_util": 0.303,
  "critPathKind": "primary input to output pin",
  "cts_tree": "yes",
  "finalWeightedCongestion": 0.899,
  "first_iter_violations": 1792,
  "utilization": 0.356,
  "ios": 113,
  "peakVddDrop_mv": 0.211,
  "pwr-share-seq": 0.503,
  "place_hpwl_mm": 91.5,
  "fmax_mhz": 170,
  "postRouteAntennaNets": 0,
  "netlist.area_leader.share": 0.655,
  "finalWirelength_mm": 148,
  "clock_sinks": 1024,
  "power_frac_comb": 0.094,
  "warnings": 26,
  "numCtsBuffers": 103,
  "die_area_sq_mm": 0.158,
  "regArea_sq_mm": 0.0307,
  "die_y_um": 398,
  "leakagePower_nw": 17.5,
  "ys_ff": 1024,
  "p_int_mw": 12.3,
  "arrival_ns": 4.69,
  "hold_path.class": "primary input to flip-flop",
  "cts_hold_buf": 0,
  "yosys-stat-area_sq_mm": 0.0470,
  "worst_pin_slew_ns": 1.18,
  "pwr-share-clk": 0.404,
  "cp-end-kind": "output pin",
  "place_ws_ns": 0.151,
  "synth-seq-area-share": 0.655,
  "first_pass_iters": 5,
  "via_per_inst": 5.60,
  "hold_path_depth": 2,
  "synthArstFlopShare": 0,
  "portBuffers": 112,
  "mi_logic_area_sq_mm": 0.0154,
  "antenna_found_initial": 7
}
final cells by class:
cell class              instances  area share
repair buffers                294      0.0516
diodes                          3    0.000136
inverters                      25     0.00180
clock buffers                 124      0.0498
clock inverters                68      0.0110
flip-flops and latches       1024       0.559
multi-input cells            1150       0.280
well taps                    2044      0.0465
metrics by stage:
stage	instance area [sq um]	cells	power [mW]
2_1_floorplan	47000	2400	8.90
3_3_place_gp	51700	4537	9.63
3_5_place_dp	51700	4537	9.63
4_1_cts	55000	4729	16.0
5_1_grt	55000	4730	16.4
6_report	55000	4732	15.9
layout by cell type, fill, tap and decap left out, types with 10 or more instances in the layout:
master	n
o22ai_1	55
clkbuf_1	17
a2111oi_0	31
bufinv_16	10
a221oi_1	23
mux2i_1	183
nor2_4	33
edfxtp_1	1024
clkinv_1	26
clkbuf_16	107
clkinv_2	21
buf_12	27
nand2_1	64
clkdlybuf4s50_1	105
a22o_1	62
mux2_1	19
a211o_1	23
mux4_2	425
inv_1	24
o221ai_1	31
a211oi_1	47
a21oi_1	46
and2_1	12
buf_4	157
nor3_1	31
metal layers:
layer	vias up	global-route usage	wire length, um
li1	10800	-	-
met1	13300	0.212	45400
met2	2074	0.295	67700
met3	286	0.186	30000
met4	18	0.0517	4730
met5	-	0.00605	218
worst max-delay path by stage:
stage,from,end,slack (ns)
finish,read_addr1_i[3],read_data1_o[26],0.11
global route,read_addr1_i[1],read_data1_o[26],0.006
CTS,read_addr1_i[1],read_data1_o[4],0.13
critical path, stage by stage:
cell and delay (ns):
clkdlybuf4s50_1 0.45, or3b_2 0.78, buf_12 0.28, o221ai_1 0.20, a211oi_1 0.09, nor3_1 0.95
buf_4 0.25, clkdlybuf4s50_1 0.45
power by group through the flow:
stage	clock network [mW]	logic [mW]	registers, mW
CTS	6.52	1.49	7.99
global route	6.79	1.58	8.00
finish	6.42	1.49	7.99
cells by family (layout without fill, tap and decap cells):
group,Yosys count,in the layout,synth area share
AND/OR/NAND/NOR,187,187,0.0194
buffers and inverters,226,511,0.0231
other,0,3,0
flip-flops,1024,1024,0.655
AND-OR/OR-AND,331,331,0.0541
multiplexers,632,632,0.249
synthesized netlist by cell type, types with 25 or more instances:
cell type     n
edfxtp_1   1024
nor3_1       32
mux4_2      425
buf_2        58
a21oi_1      46
inv_1        25
o22ai_1      55
a22o_1       62
clkbuf_1    104
a211oi_1     47
o221ai_1     31
nand2_1      65
a2111oi_0    31
nor2_1       35
mux2i_1     183
what timing repair did:
action	4_1_cts	5_1_grt
setup endpoints to repair	0	1
setup buffers	0	0
gates resized	0	1
Power figures rest on the tool's default switching activity, not on a simulated workload.
